$ cat design/flow/run.sh
#!/bin/bash
# OpenROAD 26Q1-2900-gdf79404cd8, Yosys 0.63+post, stock flow scripts
make -C /OpenROAD-flow-scripts/flow DESIGN_CONFIG=/design/flow/config.mk WORK_HOME=/design/flow/orfs finish
$ cat design/flow/config.mk
export PLATFORM = sky130hd
export DESIGN_NAME = sqrt
export DESIGN_NICKNAME = sqrt
export VERILOG_FILES = /design/flow/design.v
export SDC_FILE = /design/flow/constraint.sdc
export NUM_CORES = 4
export LEC_CHECK = 1
export CORE_UTILIZATION = 30
$ cat design/flow/constraint.sdc
current_design sqrt

set clk_period 93.2
set clk_io_pct 0.2

create_clock -name clk0 -period $clk_period

set non_clock_inputs [all_inputs -no_clocks]
set_input_delay [expr $clk_period * $clk_io_pct] -clock clk0 $non_clock_inputs
set_output_delay [expr $clk_period * $clk_io_pct] -clock clk0 [all_outputs]
$ cat design/flow/design.v
module sqrt #(
    parameter WIDTH = 32,
    parameter OUT_WIDTH = 16
) (
    input      [    WIDTH-1:0] num,   
    output reg [OUT_WIDTH-1:0] sqr    
);
  reg [WIDTH-1:0] a;
  reg [OUT_WIDTH-1:0] q;
  reg [OUT_WIDTH+1:0] left, right, r;
  integer i;
  always @(*) begin
    a = num;
    q = 0;
    left = 0;
    right = 0;
    r = 0;
    for (i = 0; i < OUT_WIDTH; i = i + 1) begin
      right = {q, r[OUT_WIDTH+1], 1'b1};
      left = {r[OUT_WIDTH-1:0], a[WIDTH-1:WIDTH-2]};
      a = {a[WIDTH-3:0], 2'b00};   
      if (r[OUT_WIDTH+1] == 1)   
        r = left + right;
      else   
        r = left - right;
      q = {q[OUT_WIDTH-2:0], !r[OUT_WIDTH+1]};
    end
    sqr <= q;   
  end
endmodule
==> results.cfg <==
; generated from flow reports
[global_route]
antenna_found_initial = 0
grt_pass1_vias = 9152
grt_max_degree = 39
grt_pass1_wl_um = 45730
grt_use_total = 0.1519
grt_overflow = 0

[yosys]
top_area_cell = xnor2_1
synth_cell_types = 93
synth_area_per_cell_um2 = 7.501
syn-cell-area_um2 = 10950
ys_seq_frac = 0
yosys.cell_count.top_type = xnor2_1
top_area_frac = 0.2063
synth_stat.cells = 1460
syn_inst = 1460
top_cells_by_area = xnor2_1, ha_1, a21oi_1
ys.warnings.count = 1
synthTopCellsByCount = xnor2_1, ha_1, a21oi_1
ys_area_um2 = 10950

[critical_path]
cp.depth = 219
worstPathRequired_ps = 74560
crit_top_cell = a21oi_1
crit_path_end_kind = output pin
slowest_delay_ps = 780
crit_family = AND-OR/OR-AND gates
crit_fanout = 37
worst_ep_arrival_time_ps = 65020
crit_buf_inv = 25
path_class = input port to output pin
cp_slowest_cell = xnor2_1
startpoint_type = input port

[drt]
via_count = 9879
wire_per_inst_um = 14.32
dr.pass1.iters = 23
avgViaCountPerCell = 5.079
totalWireLength_um = 27850
detail-route-antenna-nets = 0
drt_iter0_drc = 442
drcViolationCount = 0
diodes = 0

[placement]
gp_congestion = 0.8970
portBuffers = 48
dp_hpwl_um = 22820
dpl.cell_count = 1945

[die]
die-height_um = 193.1
row_count = 69
die_w_um = 193.1
fp_util = 0.3064
core_area_um2 = 35740
chip_area_um2 = 37270
ios = 48

[min_path]
hold_path_depth = 5
min_path_type = input port to output pin

[outcome]
status = completed

[flow_run]
drv_cap = 0
openroad.warnings = 32

[timing]
fin_crit_sh = 0.8977
finalSetupTns_ps = 0
rsz0062_at_grt = no
hold_slack_ps = 38590
finalCriticalPeriod_ps = 83660
slew_violations = 0
fmax_ghz = 0.01195
worstMarginPinSlew_ps = 965.5
report.final.setup_viol = 0
slew_headroom = 0.3510
hold_viol_final = 0

[layout]
syn2layout_area_growth_pct = 9.117
layout.area.comb_um2 = 10290
final_cells = 1945
clock_buffers = 0
layout-drive-gt1-share = 0.05121
ff_latch_area_um2 = 0
fillers = 3722
flops = 0

[clock_tree]
post_cts_buffers = 0
cts_resized = 0
hold_buffers = 0
cell type report:
type,instances,share of cell area
repair buffers,69,0.05340
inverters,117,0.03696
multi-input cells,1298,0.8614
well taps,461,0.04827
metrics by stage:
stage / worst slack, ps / instance area, um^2 / util
detailed placement: 9568 / 11950 / 0.3343
floorplan: 13410 / 10950 / -
finish: 9537 / 11950 / 0.3343
global placement: 10210 / 11950 / 0.3343
CTS: 9329 / 11950 / 0.3343
global route: 4999 / 11950 / 0.3343
cell usage in the layout, fill, tap and decap left out, types with 7 or more instances in the layout:
cell type and n:
nor4_1 10, nand2b_1 32, a21o_1 24, clkdlybuf4s50_1 48
nor3b_1 9, a211oi_1 15, inv_1 112, o21a_1 44
nor2_1 98, nand3_1 24, and2_1 8, o2111ai_1 7
o21bai_1 41, or3_1 13, mux2i_1 9, xnor3_1 14
ha_1 169, a31oi_1 9, a211o_1 9, nand2_1 51
o21ai_0 57, buf_4 21, o211ai_1 14, nor3_1 39
xnor2_1 257, and3_1 19, a21oi_1 115, nor2b_1 19
xor2_1 56, nand4_1 10
final timing paths:
path	from	end	slack (ps)
max	num[30]	sqr[0]	9540
min	num[31]	sqr[14]	38590
cells by family (layout without fill, tap and decap cells):
logic type      count (synthesis)  after routing  share of synthesized area
compound gates                413            413                     0.2577
xor+xnor                      338            338                     0.2982
fa+ha+maj                     171            171                     0.1958
buf+inv                       162            186                    0.06181
mux                            15             15                    0.01439
simple gates                  361            361                     0.1721
layer usage:
layer / track usage / vias up / share of wire
met4: 0.02163 / 0 / 0.016
met1: 0.2161 / 4434 / 0.49
met5: 0 / - / 0
met2: 0.2603 / 153 / 0.47
li1: - / 5270 / -
met3: 0.005910 / 22 / 0.027
