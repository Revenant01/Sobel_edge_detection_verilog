File: config.mk
export PLATFORM = sky130hd
export DESIGN_NAME = sobel_matrix_conv
export DESIGN_NICKNAME = sobel_matrix_conv
export VERILOG_FILES = /design/flow/design.v
export SDC_FILE = /design/flow/constraint.sdc
export NUM_CORES = 4
export LEC_CHECK = 1
export CORE_UTILIZATION = 50
File: constraint.sdc
current_design sobel_matrix_conv

set clk_period 9.9
set clk_io_pct 0.2

create_clock -name clk0 -period $clk_period [get_ports {clk}]

set non_clock_inputs [all_inputs -no_clocks]
set_input_delay [expr $clk_period * $clk_io_pct] -clock clk0 $non_clock_inputs
set_output_delay [expr $clk_period * $clk_io_pct] -clock clk0 [all_outputs]
File: design.v
module sobel_matrix_conv #(
    parameter data_size = 24,
    parameter conv_out_data_size = 29
) (
    input clk,
    input valid_data,
    input [data_size-1 : 0] in_p1a,
    input [data_size-1 : 0] in_p2,
    input [data_size-1 : 0] in_p1b,
    input [data_size-1 : 0] in_m1a,
    input [data_size-1 : 0] in_m2,
    input [data_size-1 : 0] in_m1b,
    output reg conv_ready,
    output reg [conv_out_data_size-1 : 0] data_out
);
  reg signed [conv_out_data_size-1:0] sum; 
  always @(posedge clk) begin
    conv_ready <= 0;
    if (valid_data) begin 
      sum = in_p1a + (in_p2 << 1) + in_p1b - in_m1a - (in_m2 << 1) - in_m1b;
      data_out <= sum;
      conv_ready <= 1;
    end else begin 
      data_out <= 0;
    end
  end
endmodule
File: run.sh
#!/bin/bash
# OpenROAD 26Q1-2900-gdf79404cd8, Yosys 0.63+post, stock flow scripts
make -C /OpenROAD-flow-scripts/flow DESIGN_CONFIG=/design/flow/config.mk WORK_HOME=/design/flow/orfs finish
==> reports/metrics.cfg <==
[sta]
fin_crit_sh_pct=80.92
rsz0062_at_grt=no
slew_violations=0
fmax_ghz=0.1248
final_hold_viol_count=0
setup-tns-final_ns=0
period_needed_ns=8.011
whs_ns=2.376
worst_slew_pin_slew_ns=0.6595
worst_slack_ns=1.889
slew_headroom_pct=55.76
setup-violations-final=0

[synth]
async_reset_ff_share_pct=0
yosys_area_um2=5156
synth_cell_type_count=49
synth-main-ff-cell=dfxtp_1
numSynthFlops=30
ys_cells=626
avgSynthCellArea_um2=8.237
ys_seq_share_pct=11.65
ys.warnings.count=1
netlist_instances=626
synth-edff-count=0
syn-cell-area_um2=5156

[global_route]
grt_use_total_pct=21.24
overflow=0
grt_max_degree=26
grt_pass1_wl_mm=18.49
grt_pass1_vias=4414
grt_antenna_before_repair=0

[pwr]
finalPower_uw=2055
powerDensity_nw_per_um2=287.1
vdd_drop_max_v=0.0001340
p_leak_uw=0.003590

[worst_setup_path]
cp_data_required_time_ns=10.04
cp_max_fo=6
critPathBufInv=4
path_class=primary input to flip-flop
crit_path_frequent_cell=a21oi_1
worstPathArrival_ns=8.15
max_stage_delay_ns=0.55
crit_slowest_cell=fa_1
path_delay_family=AND-OR/OR-AND gates
worst_setup_path_end_kind=flip-flop
start_kind=primary input

[drt]
diodes=0
wl_mm=9.828
num_vias=4425
drc_errors=0
via_per_inst=4.707
ant_nets=0
drtPass1Iterations=6
wl_per_cell_um=10.46
drtIter0Drc=105

[floorplan]
coreArea_um2=9864
fp-utilization_pct=52.27
chip_area_um2=10720
num_rows=36
die_height_um=103.6
die_w_um=103.6
ios=176

[placed_design]
place_area_um2=7067
dp_hpwl_mm=9.058
port_buffers=175
place.gp.congestion=0.8924
post-place-ws_ns=1.608

[clock_network]
post_cts_resized=0
cts_made_buffers=5
cts.reportedPaths.clkPinSlew_ns=0.06
cts-root-buf=clkbuf_8
clock_sinks=30
holdBufCountCts=0
cts_setup_buffers=0
cts_tree=built
cts_buffer_depth=2
cts_max_level=2

[worst_hold_path]
hold_class=primary input to flip-flop

[layout]
drive_above_1_share_pct=2.354
syn_to_final_growth_pct=38.83
finish.instance_area_um2=7158
fillers=745
logic_area_um2=3846
flop_area_um2=600.6

[run]
cap_violations=0
warning_count=27

[run_status]
status=finished clean

sequential cells by signal (all words and copies together) (netlist names):
signal	cells
data_out	29
conv_ready	1
stage by stage:
stage / cells / util, %
final: 940 / 72.56
after global placement: 932 / 71.64
after CTS: 940 / 72.56
after global routing: 940 / 72.56
after detailed placement: 932 / 71.64
after floorplan: 626 / -
per-layer routing:
layer | share of wire, % | routed length [µm] | up-vias | global-route usage, %
met5 | 0 | 0 | - | 0
met4 | 0.60 | 59 | 0 | 1.035
met3 | 6.1 | 596 | 7 | 3.141
met2 | 43 | 4229 | 128 | 32.60
met1 | 50 | 4942 | 1959 | 35.21
li1 | - | - | 2331 | -
layout by cell type, fill, tap and decap left out, types with 2 or more instances in the layout:
cell,netlist,final
a21oi_1,43,43
o21a_1,6,6
a211oi_1,8,8
and2_1,6,6
o21ai_1,7,7
inv_1,186,186
nand3_1,10,10
nand2b_1,5,5
ha_1,56,56
nand4_1,5,5
fa_1,70,70
a31o_2,2,2
clkbuf_8,0,6
xor2_1,16,16
o21ai_0,14,14
or2_2,2,2
nor2_1,44,44
and4_1,3,3
nor3_1,9,9
dfxtp_1,30,30
or4_1,2,2
o21bai_1,6,6
clkdlybuf4s50_1,0,175
a21o_1,19,19
nand2_1,18,18
a31oi_1,4,4
nand4b_1,2,2
xnor2_1,24,24
nor2b_1,5,5
nor4_1,2,2
area by class of cell:
cell class | instances | area share, %
sequential | 30 | 8.390
inverter | 187 | 9.806
timing repair buffer | 175 | 24.47
clock inverter | 1 | 0.06992
clock buffer | 7 | 1.206
multi-input combinational | 407 | 53.73
tap | 133 | 2.325
synthesized netlist by cell type (2+ instances only):
master	n	area (µm²)
a211oi_1	8	60.06
xor2_1	16	140.1
o21ai_0	14	70.07
o21bai_1	6	45.04
ha_1	56	700.7
inv_1	186	698.2
nand3_1	10	50.05
nor3_1	9	45.04
a21o_1	19	142.6
a21oi_1	43	215.2
nor4_1	2	12.51
xnor2_1	24	210.2
a31oi_1	4	25.02
clkbuf_1	2	7.510
or4_1	2	15.01
nand4_1	5	31.28
and4_1	3	26.28
or2_2	2	12.51
nor2_1	44	165.2
o21a_1	6	45.04
nor2b_1	5	31.28
dfxtp_1	30	600.6
nand2b_1	5	31.28
o21ai_1	7	35.03
nand2_1	18	67.56
and2_1	6	37.54
nand4b_1	2	17.52
a31o_2	2	17.52
fa_1	70	1401
where the power goes:
part           internal [µW]  switching (µW)
clock network           55.9            39.4
logic                    849             918
registers                180            12.5
worst paths after layout:
kind / from / endpoint / slack, ns / depth (start not counted)
worst max-delay path: in_m1a[2] / data_out[27]$_SDFF_PN0_ / 1.89 / 26
worst min-delay path: in_m1b[0] / data_out[0]$_SDFF_PN0_ / 2.38 / 3
logic make-up after synthesis:
kind of cell	share of synthesized area [%]
buf+inv	13.76
fa+ha+maj	40.77
compound gates	16.02
simple gates	10.82
xor+xnor	6.794
flops	11.65
mux	0.1941
No activity file was given, so power comes from the tool's default toggle rates.
